File: design.v
module regFile(input logic[31:0] wd3, input logic clk, we, input logic[4:0] ra1, ra2, wa3, output logic[31:0] rd1, rd2);
  logic[31:0] rf[31:0];
  always_ff@(posedge clk)
    if (we) rf[wa3] <= wd3;
  assign rd1 = (ra1 != 0)? rf[ra1] : 0;
  assign rd2 = (ra2 != 0)? rf[ra2] : 0;
endmodule
File: run.sh
#!/bin/bash
# OpenROAD 26Q1-2900-gdf79404cd8, Yosys 0.63+post, stock flow scripts
make -C /OpenROAD-flow-scripts/flow DESIGN_CONFIG=/design/flow/config.mk WORK_HOME=/design/flow/orfs finish
File: config.mk
export PLATFORM = sky130hd
export DESIGN_NAME = regFile
export DESIGN_NICKNAME = regFile
export VERILOG_FILES = /design/flow/design.v
export SDC_FILE = /design/flow/constraint.sdc
export NUM_CORES = 4
export LEC_CHECK = 1
export CORE_UTILIZATION = 30
File: constraint.sdc
current_design regFile

set clk_period 5.9
set clk_io_pct 0.2

create_clock -name clk0 -period $clk_period [get_ports {clk}]

set non_clock_inputs [all_inputs -no_clocks]
set_input_delay [expr $clk_period * $clk_io_pct] -clock clk0 $non_clock_inputs
set_output_delay [expr $clk_period * $clk_io_pct] -clock clk0 [all_outputs]
==> results.cfg <==
; implementation run metrics
[detailed_routing]
drt-wirelength-per-cell_um = 31.4
drcViolationCount = 0
wl_mm = 148
drt-pass1-iter-count = 5
drt_iter0_markers = 1612
avgViaCountPerCell = 5.64
drtAntennaViolNets = 0
via_count = 26600

[finish]
layout-drive-gt1-share = 0.304
nFillCells = 14100
top_regs = rf: 1024 flops
logic_area_mm2 = 0.0154
regMostFlops = rf
largest_reg_flops = 1024
syn_to_final_growth_pct = 17.4
seqCellArea_mm2 = 0.0307

[synth]
netlist-cell-type-count = 40
ys.flop_type = edfxtp_1
yosys_area_mm2 = 0.0470
synth_area_mm2 = 0.0470
post-synth-top-area-cell = edfxtp_1
edf_count = 1024
ys_cells = 2400
yosys_warnings = 1
synth_cells = 2400
synth_area_per_cell_um2 = 19.6
synth.ff_latch_count = 1024
yosys-top-cells-area = edfxtp_1 (65%), mux4_2 (20%), mux2i_1 (3.9%)
most_common_cell = edfxtp_1
yosysTopAreaCellShare = 0.655
ys_async_sr_fraction = 0
ys_top_cells_by_count = edfxtp_1 (1024), mux4_2 (425), mux2i_1 (183)
ys_seq_share = 0.655

[power]
p_leak_nw = 17.5
power_density_mw_per_mm2 = 296
power_mw = 16.3
peakVddDrop_mv = 0.227

[clock_tree]
htreeDepth = 3
cts_tree = built
cts_sinks = 1024
clock_path_buffers = 3
cts_root_buffer = clkbuf_16
numCtsBuffers = 106
holdBufCountCts = 0
clk_pin_slew_worst_paths_ns = 0.06

[placed_design]
port_buffers = 112
place.gp.congestion = 0.927
dp_hpwl_mm = 92.2

[final_timing]
hold_viol = 0
rsz0062_at_grt = false
max_freq_mhz = 181
tightest_slew_ns = 0.927
slew_violations = 0
finalCriticalPeriod_ns = 5.52
setup_tns_ns = 0
setup_viol = 0
slew-limit-headroom = 0.381
finalCritPeriodShare = 0.936

[setup_path]
crit_fanout = 35
critical-path-max-stage-delay_ns = 0.65
crit_arrival_ns = 4.34
cp.required_ns = 4.72
critPathKind = in -> out
end_kind = output pin
critPathMostFrequentCell = buf_4
crit_chain = buf_6 > buf_12 > buf_4 > mux4_2 > a22o_1 > a211oi_1 > nor3_1 > buf_4 > clkdlybuf4s50_1
start_kind = input pin
worst_path_max_delay_cell = a211oi_1

[floorplan]
dieHeight_um = 398
fp_util = 0.303
die_area_mm2 = 0.158
row_count = 144
io_pins = 113
die_x_um = 398
coreArea_mm2 = 0.155

[global_route]
grt_util_all_layers = 0.202
grt_pass1_vias = 29600
grt_pass1_wl_mm = 210
grt_max_degree = 53
antenna_found_initial = 12
gr-total-overflow = 0

[min_path]
min-delay-path-class = in -> reg

[flow_run]
warnings = 26
max-cap-violations = 0

[outcome]
status = finished clean
cell type report:
class,count,share of cell area
timing repair buffer,290,0.0512
clock buffer,127,0.0503
tap,2044,0.0464
antenna,2,0.0000908
clock inverter,64,0.0123
multi-input combinational,1150,0.280
inverter,25,0.00179
sequential,1024,0.558
stage by stage:
| stage | instance area [um^2] | util | std cells | setup slack, ns | hold WS (ns) |
|---|---|---|---|---|---|
| floorplan | 47000 | - | 2400 | 1.97 | 1.28 |
| global placement | 51700 | 0.334 | 4533 | 0.196 | 2.01 |
| detailed placement | 51700 | 0.334 | 4533 | 0.117 | 2.02 |
| CTS | 55100 | 0.356 | 4724 | 0.0798 | 1.29 |
| global route | 55100 | 0.356 | 4726 | 0.224 | 1.32 |
| finish | 55100 | 0.356 | 4726 | 0.379 | 1.32 |
power breakdown:
group	total, mW	internal, mW	switching (mW)	leakage (nW)
combinational	1.53	0.667	0.867	6.58
sequential	8.13	8.10	0.0342	9.22
clock	6.68	3.90	2.78	1.68
total	16.3	12.7	3.68	17.5
logic make-up after synthesis:
| group | share of synthesized area |
|---|---|
| mux | 0.249 |
| simple gates | 0.0194 |
| buf+inv | 0.0231 |
| flops | 0.655 |
| compound gates | 0.0541 |
path summary, 6_finish.rpt:
path	start	endpoint	slack, ns	cells past startpoint
setup / recovery	ra2[2]	rd2[7]	0.38	9
hold / removal	wd3[4]	rf[7][4]$_DFFE_PP_	1.32	2
worst max-delay path, delay by kind of cell:
| family | cells | cell delay (ns) |
|---|---|---|
| simple gates | 1 | 0.31 |
| compound gates | 2 | 0.94 |
| mux | 1 | 0.36 |
| buf+inv | 5 | 1.51 |
placed cells by master (no fill, tap or decap), drive strengths merged, types with 2 or more instances in the layout:
| cell type | n |
|---|---|
| a2111oi | 31 |
| a211o | 23 |
| a211oi | 47 |
| a21oi | 46 |
| a221oi | 23 |
| a22o | 62 |
| a32o | 9 |
| and2 | 13 |
| buf | 185 |
| bufinv | 13 |
| clkbuf | 127 |
| clkdlybuf4s50 | 105 |
| clkinv | 44 |
| clkinvlp | 4 |
| diode | 2 |
| edfxtp | 1024 |
| inv | 28 |
| mux2 | 24 |
| mux2i | 183 |
| mux4 | 425 |
| nand2 | 65 |
| nand2b | 3 |
| nand3 | 4 |
| nand3b | 7 |
| nor2 | 35 |
| nor2b | 8 |
| nor3 | 33 |
| nor4 | 9 |
| o221ai | 31 |
| o22ai | 55 |
| or3 | 2 |
| or3b | 5 |
repair_timing:
item,4_1_cts,5_1_grt
setup endpoints to repair,0,1
setup buffers,0,0
resized,0,1
per-layer routing:
layer,routed length [um],share of wire,GRT usage,up-vias
li1,-,-,-,10900
met1,45900,0.31,0.212,13500
met2,68300,0.46,0.299,1974
met3,29000,0.20,0.176,287
met4,4340,0.029,0.0488,30
met5,817,0.0055,0.0372,-
No activity file was given, so power comes from the tool's default toggle rates.
