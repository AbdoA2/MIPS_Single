**design/flow/constraint.sdc**
```tcl
current_design ALU

set clk_period 39.6
set clk_io_pct 0.2

create_clock -name clk0 -period $clk_period

set non_clock_inputs [all_inputs -no_clocks]
set_input_delay [expr $clk_period * $clk_io_pct] -clock clk0 $non_clock_inputs
set_output_delay [expr $clk_period * $clk_io_pct] -clock clk0 [all_outputs]
```
**design/flow/config.mk**
```make
export PLATFORM = sky130hd
export DESIGN_NAME = ALU
export DESIGN_NICKNAME = ALU
export VERILOG_FILES = /design/flow/design.v
export SDC_FILE = /design/flow/constraint.sdc
export NUM_CORES = 4
export LEC_CHECK = 1
export CORE_UTILIZATION = 40
```
**design/flow/design.v**
```verilog
module ALU(input logic[31:0] a, b, input logic[3:0] s, output logic[31:0] y, hi, output logic C, S, Z, O);
  logic[1:0] c_out;
  logic[31:0] Y[2:0], lo;
  logic o1;
  arithmeticUnit ar(a, b, s[0], Y[0], c_out[0], o1);
  logicUnit lu(a, b, s[1:0], Y[1]);
  shiftUnit su(b, a[4:0], s[1:0], Y[2]);
  assign {hi, lo} = a * b;
  mux_4 mux(Y[0], Y[1], Y[2], lo, s[3:2], y);
  assign S = y[31];
  assign Z = (y === 32'b0);
  assign O = (~s[3] & ~s[2])? o1 : 0;
  assign C = s[3]? (s[2]? 0 : 0) : (s[2]? 0 : c_out[0]);
endmodule
module adder(input logic[31:0] a, b, input logic c_in, output logic[31:0] y, output logic c_out);
  assign {c_out, y} = a + b + c_in;
endmodule
module arithmeticUnit(input logic[31:0] a, b, input logic s, output logic[31:0] y, output logic c_out, o);
  logic[31:0] p;
  logic c_in, c;
  mux2 mux(b, ~b, s, p);
  adder add(a, p, s, y, c);
  assign c_out = s? ~c : c;
  assign o = (~s & ~a[31] & ~b[31] & y[31]) | (~s & a[31] & b[31] & ~y[31]) | (s & ~a[31] & b[31] & y[31]) | (s & a[31] & ~b[31] & ~y[31]);
endmodule
module k_shifter #(parameter N = 32) (input logic[N-1:0] d0, d1, input logic s, output logic[N-1:0] y);
  generate
    genvar i;
    for (i = N-1; i >= 0; i--) begin
      mux2 #(1) m_k(d0[i], d1[i], s, y[i]);
    end  
  endgenerate
endmodule
module logicUnit(input logic[31:0] a, b, input logic[1:0] s, output logic[31:0] y);
  always_comb
  case(s)
    0: y = a & b;
    1: y = a | b;
    2: y = a ^ b;
    3: y = ~(a | b);
  endcase
endmodule
module mux2 #(parameter N = 32)(input logic[N-1:0] d0, d1, input logic s, output logic[N-1:0] y);
  assign y = s? d1 : d0;
endmodule
module mux_4 #(parameter N = 32)(input logic[N-1:0] d0, d1, d2, d3, input logic [1:0] s, output logic[N-1:0] y);
  assign y = s[1]? (s[0]? d3 : d2) : (s[0]? d1 : d0);
endmodule
module shiftUnit(input logic[31:0] a, input logic[4:0] shamt, input logic[1:0] s, output logic[31:0] y);
  logic[31:0] o[1:0];
  logic l;
  v_left_shifter sll(a, shamt, o[0]);
  mux2 #(1) m(1'b0, a[31], s[0], l);
  v_right_shifter sr(a, shamt, l, o[1]);
  assign y = s[1]? o[1] : o[0];
endmodule
module v_left_shifter (input logic[31:0] a, input logic[4:0] shamt, output logic[31:0] y);
  logic[31:0] sh[3:0];
  k_shifter sl1(a, {a[30:0], 1'b0}, shamt[0], sh[0]);
  k_shifter s12(sh[0], {sh[0][29:0], 2'b0}, shamt[1], sh[1]);
  k_shifter s13(sh[1], {sh[1][27:0], 4'b0}, shamt[2], sh[2]);
  k_shifter s14(sh[2], {sh[2][23:0], 8'b0}, shamt[3], sh[3]);
  k_shifter s15(sh[3], {sh[3][15:0], 16'b0}, shamt[4], y);
endmodule
module v_right_shifter (input logic[31:0] a, input logic[4:0] shamt, input logic l, output logic[31:0] y);
  logic[31:0] sh[3:0];
  k_shifter sr1(a, {l, a[31:1]}, shamt[0], sh[0]);
  k_shifter sr2(sh[0], {{2{l}}, sh[0][31:2]}, shamt[1], sh[1]);
  k_shifter sr3(sh[1], {{4{l}}, sh[1][31:4]}, shamt[2], sh[2]);
  k_shifter sr4(sh[2], {{8{l}}, sh[2][31:8]}, shamt[3], sh[3]);
  k_shifter sr5(sh[3], {{16{l}}, sh[3][31:16]}, shamt[4], y);
endmodule
```
**design/flow/run.sh**
```bash
#!/bin/bash
# OpenROAD 26Q1-2900-gdf79404cd8, Yosys 0.63+post, stock flow scripts
make -C /OpenROAD-flow-scripts/flow DESIGN_CONFIG=/design/flow/config.mk WORK_HOME=/design/flow/orfs finish
```
==> reports/qor.yml <==
synth:
  synth.mux.area_fraction_pct: 5.530
  synth-xor-area-share_pct: 3.052
  ys_cells: 4884
  synthTopLogicFamily: "adder cells"
  synth_area_um2: 40750
  postSynthCellCount: 4884
  avgSynthCellArea_um2: 8.344
  yosysChipArea_um2: 40750
  yosys_synthesis_warning_count: 9
  yosys.area_share.adder_pct: 55.12
  ys_sh_aoi_pct: 9.404
  ys_seq_share_pct: 0
  synthDistinctLibCells: 86
  yosys.area_share.simple_pct: 14.82
finish:
  share_of_final_layout_standard_cells_stronger_than_drive_strength_1_pct: 5.168
  sequential_cell_total: 0
  area.sequential_um2: 0
  fin_util_pct: 43.14
  layout.cell_area.non_filler_um2: 43390
  area_growth_pct: 6.466
  clock_buffer_count: 0
  stdcell_count: 6178
setup_path:
  cp_num_buf_inv: 7
  worst_ep_required_time_ns: 31.68
  cp_max_fo: 20
  path_class: "in2out"
  critPathTopFamily: "adder cells"
  crit_path_top_delay_cell: "sky130_fd_sc_hd__ha_1"
  cpMostUsedCell: "sky130_fd_sc_hd__fa_1"
  critical_path_launch_point_type: "input pin"
  cp_data_arrival_time_ns: 18.01
  timing.critical_path.to_type: "primary output"
  critPathMaxStageDelay_ns: 0.58
timing:
  fin_hold_ws_ns: 16.84
  layout_setup_ws_ns: 13.67
  layout_min_cycle_time_ns: 25.93
  grt_setup_unrepaired: "no"
  max_freq_mhz: 38.57
  setup_viol_count_final: 0
  post-route-period-util_pct: 65.47
  slew_violations: 0
  worstMarginPinSlew_ns: 1.091
  maxSlewHeadroom_pct: 26.90
  totalNegativeSetupSlack_ns: 0
  finalHoldViolations: 0
routing:
  total_wire_length_after_detailed_routing_mm: 163.4
  vias_per_cell: 5.607
  detailedRoute.firstPassIterationCount: 8
  routed_wire_length_per_instance_um: 26.45
  antenna_violating_nets_post_route: 0
  detail_route.drc_violations: 0
  dr.first_iter.drc_count: 2281
  routed-via-count: 34638
placed_design:
  placement.cell_area_um2: 43380
  post-dp-hpwl_mm: 129.1
  dp.cells: 6175
  gp_routability_congestion: 1.060
  detailedPlace.worstSlack_ns: 13.78
  placement.io_buffers: 136
worst_hold_path:
  hold_removal_path_class: "in2out"
floorplan:
  placeableCoreArea_um2: 100600
  row_count: 116
  die_width_um: 321.2
  die_h_um: 321.2
  pin_count: 136
  fp.dieArea_um2: 103200
  floorplanUtilization_pct: 40.52
flow_run:
  cap_viol_max_count: 0
  warnings: 65
pwr:
  intPower_mw: 5.402
  switching_part_of_the_total_pct: 59.14
  totalPowerFinal_mw: 13.22
  cellLeakagePower_nw: 21.50
  ir_drop_mv: 0.8425
  netSwitchingPower_mw: 7.819
  power_per_cell_area_nw_per_um2: 304.7
global_routing:
  gr-total-overflow: 0
  antenna_found_initial: 6
  grt_pass1_wl_mm: 244.3
  grt_max_degree: 59
  first_global_vias: 36582
  grt.total_usage_pct: 34.48
clock_network:
  cts_hold_repair.buffers: 0
  postCtsSetupRepairBufs: 0
  post_cts_resize_count: 0
outcome:
  run_status: "complete, no violations"
cell type report:
type	count	area, µm²
Antenna cell	3	7.507
Fill cell	10010	57190
Inverter	951	3570
Multi-Input combinational cell	3601	35830
Tap cell	1357	1698
Timing Repair Buffer	266	2280
logic make-up (layout without fill, tap and decap cells):
| family | count (synthesis) | count (layout) |
|---|---|---|
| xor gates and xnor gates | 142 | 142 |
| adders and majority gates | 1257 | 1257 |
| AOI/OAI and AO/OA | 580 | 580 |
| muxes | 138 | 138 |
| and+or+nand+nor | 1484 | 1484 |
| other | 0 | 3 |
| buffers and inverters | 1283 | 1217 |
cell usage in the layout (no fill, tap or decap), drive strengths merged, types with 9 or more instances in the layout:
cell type,count
nor4,9
o21ai,107
a211oi,55
xnor2,49
ha,360
nor3,34
nor2b,23
o21bai,15
and3,18
fa,897
mux4,63
mux2,24
mux2i,51
nand3,37
clkinv,16
a21o,47
nand2b,16
a31oi,25
a21oi,155
nor2,512
a221oi,11
o31ai,12
nand2,776
clkdlybuf4s50,122
xor2,93
o22ai,21
o2111ai,9
inv,935
and2,15
buf,144
o211ai,31
o21a,13
nand4,14
synth_stat cells, types with 8 or more instances:
master | number | area share, %
sky130_fd_sc_hd__nor4_1 | 8 | 0.12
sky130_fd_sc_hd__nand2b_1 | 16 | 0.25
sky130_fd_sc_hd__a21o_1 | 47 | 0.87
sky130_fd_sc_hd__fa_1 | 897 | 44
sky130_fd_sc_hd__xor2_1 | 93 | 2.0
sky130_fd_sc_hd__o22ai_1 | 21 | 0.32
sky130_fd_sc_hd__a221oi_1 | 10 | 0.21
sky130_fd_sc_hd__a31oi_1 | 25 | 0.38
sky130_fd_sc_hd__o21bai_1 | 15 | 0.28
sky130_fd_sc_hd__nor2_1 | 510 | 4.7
sky130_fd_sc_hd__nand4_1 | 14 | 0.21
sky130_fd_sc_hd__a211oi_1 | 55 | 1.0
sky130_fd_sc_hd__ha_1 | 360 | 11
sky130_fd_sc_hd__o2111ai_1 | 9 | 0.19
sky130_fd_sc_hd__mux4_1 | 9 | 0.58
sky130_fd_sc_hd__buf_2 | 28 | 0.34
sky130_fd_sc_hd__o21ai_0 | 104 | 1.3
sky130_fd_sc_hd__buf_1 | 79 | 0.73
sky130_fd_sc_hd__nor3_1 | 34 | 0.42
sky130_fd_sc_hd__and2_1 | 14 | 0.21
sky130_fd_sc_hd__inv_1 | 933 | 8.6
sky130_fd_sc_hd__a21oi_1 | 155 | 1.9
sky130_fd_sc_hd__o211a_1 | 8 | 0.20
sky130_fd_sc_hd__mux2_2 | 22 | 0.61
sky130_fd_sc_hd__mux4_2 | 54 | 3.0
sky130_fd_sc_hd__clkbuf_1 | 214 | 2.0
sky130_fd_sc_hd__o21a_1 | 13 | 0.24
sky130_fd_sc_hd__and3_1 | 18 | 0.28
sky130_fd_sc_hd__nor2b_1 | 23 | 0.35
sky130_fd_sc_hd__mux2i_1 | 50 | 1.2
sky130_fd_sc_hd__nand2_1 | 776 | 7.1
sky130_fd_sc_hd__xnor2_1 | 49 | 1.1
sky130_fd_sc_hd__o211ai_1 | 31 | 0.57
sky130_fd_sc_hd__clkinv_1 | 16 | 0.15
sky130_fd_sc_hd__o31ai_1 | 10 | 0.18
sky130_fd_sc_hd__nand3_1 | 37 | 0.45
final timing paths:
kind                   from  endpoint  slack [ns]  depth (start not counted)
worst max-delay path  a[11]         Z       13.67                         27
worst min-delay path   s[0]         C       16.84                          4
metal layers:
metal	wire (µm)	track usage, %
met5	11	0
met4	10790	16.95
met3	20360	15.41
met2	72710	50.23
met1	59550	44.78
power by group through the flow:
| stage | combinational, mW | sequential [mW] | clock (mW) |
|---|---|---|---|
| after CTS | 13.2 | 0 | 0 |
| after global routing | 14.3 | 0 | 0 |
Power and IR drop assume default switching activity.
