### design/flow/config.mk
export PLATFORM = sky130hd
export DESIGN_NAME = rotateUnit
export DESIGN_NICKNAME = rotateUnit
export VERILOG_FILES = /design/flow/design.v
export SDC_FILE = /design/flow/constraint.sdc
export NUM_CORES = 4
export LEC_CHECK = 1
export CORE_AREA = 10 10 97 97
export DIE_AREA = 0 0 107 107
### design/flow/constraint.sdc
current_design rotateUnit

set clk_period 1.5
set clk_io_pct 0.2

create_clock -name clk0 -period $clk_period

set non_clock_inputs [all_inputs -no_clocks]
set_input_delay [expr $clk_period * $clk_io_pct] -clock clk0 $non_clock_inputs
set_output_delay [expr $clk_period * $clk_io_pct] -clock clk0 [all_outputs]
### design/flow/design.v
module rotateUnit(input logic[31:0] a, input logic[1:0] s, output logic[31:0] y, output logic c_out);
  always_comb
  case(s)
    0: 
    begin
      y = {a[30:0], a[31]}; 
      c_out = a[31];
    end
    1: 
    begin
      y = {a[29:0], a[31:30]};
      c_out = a[30];
    end
    2:
    begin
      y = {a[0], a[31:1]};
      c_out = a[0];
    end
    3:
    begin
      y = {a[1:0], a[31:2]};
      c_out = a[1];
    end
  endcase
endmodule
### design/flow/run.sh
#!/bin/bash
# OpenROAD 26Q1-2900-gdf79404cd8, Yosys 0.63+post, stock flow scripts
make -C /OpenROAD-flow-scripts/flow DESIGN_CONFIG=/design/flow/config.mk WORK_HOME=/design/flow/orfs finish
==> CHANGELOG.md <==
### Changed

- Setup ws final: -0.0658 ns
- Worst path required time: 1.20 ns
- F_max: 0.639 GHz
- PwrDens: 286 nW/um2
- Worst hold path type: input port to primary output
- Worst Setup SP: s[0]
- GPL Wtd Cong: 0.716
- Crit path time final: 1.57 ns
- Worst slew margin: 0.887
- Final period util: 1.04
- Yosys stat cell total: 41
- Crit-path max FO: 7
- Final setup violation count: 5
- Top area cell types: mux4_2, mux4_1, buf_12, buf_2, buf_6
- Post-synthesis sequential area ratio: 0
- Layout area overhead: 90.8%
- Yosys Warn Count: 1
- Initial DRC count: 41
- Grt total ovfl: 0
- Post-Syn Area: 846 um2
- PortBufs: 67
- Worst setup path endpoint: y[9]
- ANT cells: 0
- Seq cells: 0
- Top Ports: 67
- Worst Path Class, Setup: input port to primary output
- Slew Viols, Final: 0
- Avg Inst Size Synth: 20.6 um2
- Fp util: 0.116
- First drt pass iteration count: 3
- Leak pwr: 0.640 nW
- Yosys synthesis chip area: 846 um2
- Worst-Margin Slew: 0.169 ns
- Crit path DAT: 1.27 ns
- Maximum vdd ir drop: 0.0922 mV
- Combinational share of power: 1.000
- Die x size: 107 um
- Cts hold-fix bufs: 0
- All-Layer GR Usage: 0.0642
- CP Cell Sequence: buf_12 -> buf_12 -> buf_6 -> mux4_2 -> buf_2
- Clock share of power: 0
- Tool Warnings: 34
- Row Count: 31
- Top-area cell share: 0.799
- Detailed Route WL: 3800 um
- Failing checks: setup timing
- Cell with the most instances after synthesis: mux4_2
- Worst path max stage delay: 0.48 ns
- Power, Total: 0.461 mW
- Yosys top cell by area: mux4_2
- Vias: 849
- Cell mode on critical path: buf_12
- Synth top cells by count: mux4_2, buf_2, buf_12, mux4_1, buf_6
- DP Area: 1650 um2
- Post-DR vias/cell: 3.91
- Final ANT Viol Nets: 0
- Die ar.: 11400 um2
- Total core area: 7290 um2
- Max-Cap Viols: 0
- Detail Placement HPWL: 3080 um
- Initial antenna violation count: 0
- Sequential power share: 0
- Vias in the first global route: 1006
- Status: finished, violations left
- WHS: 1.04 ns
- Fill cells: 826
- Synth cell types: 5
- Ratio of cells with drive above 1 in the final layout: 0.788
- Clkbuf count: 0
- Register Area: 0 um2
- Sw Ratio: 0.324
- Largest net degree at the start of global routing: 10
- Drt wl/cell: 17.5 um
- Max stage delay cell, worst path: mux4_2
- Net switching power: 0.150 mW
- Die Ht: 107 um
- RSZ-0062 raised after global routing: true
- Worst Setup Start Kind: input port
- Power Internal: 0.312 mW
- Fin area: 1610 um2
- CP endpoint kind: primary output
- First-pass GRT wire length: 5800 um
- Setup TNS: -0.262 ns
- Post-route DRC: 0
- Hold Vio Cnt, Final: 0
- Gate Count Post-Synth: 41
worst min path at each step:
| stage | start | end | slack (ns) | cells past startpoint |
|---|---|---|---|---|
| final | a[22] | y[21] | 1.04 | 3 |
| after global routing | a[22] | y[21] | 1.06 | 3 |
| after CTS | a[23] | y[24] | 1.05 | 3 |
metrics by stage:
stage                     instances  utilization  setup slack (ns)
after floorplan                  41            -             0.175
after global placement          207        0.227            -0.675
after detailed placement        207        0.227            -0.684
after CTS                       219        0.232           -0.0774
after global routing            217        0.221           -0.0999
final                           217        0.221           -0.0658
power by group through the flow:
stage	combinational [mW]	clock, mW	sequential, mW
4_1_cts	0.493	0	0
5_1_grt	0.504	0	0
6_report	0.461	0	0
layout make-up:
| class | instances | area [um2] | share of cell area |
|---|---|---|---|
| timing repair buffer | 85 | 747 | 0.463 |
| multi-input combinational | 33 | 743 | 0.460 |
| tap | 99 | 124 | 0.0767 |
placed cells by master, fill, tap and decap left out, drive strengths merged:
| master | count |
|---|---|
| mux4 | 33 |
| clkbuf | 2 |
| dlygate4sd2 | 14 |
| clkdlybuf4s15 | 16 |
| buf | 53 |
repair_timing:
action                     4_1_cts  5_1_grt
setup endpoints to repair       33       27
gates cloned                     3        0
gates resized                  172       14
buffers inserted                 9        1
pin swaps                        0        0
critical path: cells and delay by family:
kind                   cells  cell delay (ns)
muxes                      1             0.48
buffers and inverters      4             0.47
metal layers:
metal  vias up  routed length (um)  global-route usage  share of wire
li1        370                   -                   -              -
met1       432                1620              0.0818           0.43
met2        47                1790               0.105           0.47
met3         0                 389              0.0291           0.10
met4         0                   0                   0              0
met5         -                   0                   0              0
logic make-up (layout without fill, tap and decap cells):
| kind of cell | count (synthesis) | after routing | synth area share |
|---|---|---|---|
| mux | 33 | 33 | 0.892 |
| buf+inv | 8 | 85 | 0.108 |
No activity file was given, so power comes from the tool's default toggle rates.
